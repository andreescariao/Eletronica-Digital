$ cat flow/design.v
module fsm(
input in,
input clk,
input clr,
output out);
parameter [2:0] s0 = 3'h0;
parameter [2:0] s1 = 3'h1;
parameter [2:0] s2 = 3'h2;
parameter [2:0] s3 = 3'h3;
reg [2:0] current_state, next_state;
reg out;
always @(current_state or in)
begin
case(current_state)
s0: next_state = in ? s1 : s0;
s1: next_state = in ? s3 : s2;
s2: next_state = in ? s1 : s0;
s3: next_state = in ? s3 : s2;
default next_state = s0;
endcase
end
always @(current_state or in)
begin
case(current_state)
s0: out <= 0;
s1: out <= 0;
s2: out <= in ? 1 : 0;
s3: out <= in ? 1 : 0;
default out <= 0;
endcase
end
always @(posedge clk)
begin
current_state <= clr==0 ? s0 : next_state;
end
endmodule
$ cat flow/run.sh
#!/bin/bash
# OpenROAD 26Q1-2900-gdf79404cd8, Yosys 0.63+post, stock flow scripts
make -C /OpenROAD-flow-scripts/flow DESIGN_CONFIG=/design/flow/config.mk WORK_HOME=/design/flow/orfs finish
$ cat flow/config.mk
export PLATFORM = sky130hd
export DESIGN_NAME = fsm
export DESIGN_NICKNAME = fsm
export VERILOG_FILES = /design/flow/design.v
export SDC_FILE = /design/flow/constraint.sdc
export NUM_CORES = 4
export LEC_CHECK = 1
export CORE_AREA = 10 10 70 70
export DIE_AREA = 0 0 80 80
$ cat flow/constraint.sdc
current_design fsm

set clk_period 1.6
set clk_io_pct 0.2

create_clock -name clk0 -period $clk_period [get_ports {clk}]

set non_clock_inputs [all_inputs -no_clocks]
set_input_delay [expr $clk_period * $clk_io_pct] -clock clk0 $non_clock_inputs
set_output_delay [expr $clk_period * $clk_io_pct] -clock clk0 [all_outputs]
==> results_dict.tcl <==
# flow metrics
set metrics [dict create \
    status "finished, final reports clean" \
    ant_nets 0 \
    final_common_cell "dfxtp_1" \
    end_kind "output port" \
    r2r_setup_slack_ns 0.83 \
    reg2regPathDepth 2 \
    fp_util 0.0377 \
    routedLengthMet1_um 152 \
    top_register "current_state" \
    finalClockSkew_ns 0.00544 \
    rr_startpoint "current_state[3]" \
    gp_congestion 0.567 \
    ir_drop_mv 0.515 \
    lay_top_cells "4 x dfxtp_1, 3 x clkbuf_4, 2 x nor2_1, 2 x clkdlybuf4s50_1" \
    setup_ws_ns 0.103 \
    ys_types 8 \
    n_antenna_cell 0 \
    post-cts-setup-buffer-count 0 \
    synth_flops 4 \
    synth-warning-count 1 \
    final_util 0.0718 \
    critPathLaunchType "register" \
    antenna_found_initial 0 \
    worst_pin_slew_ns 0.222 \
    chipWidth_um 80 \
    final_max_slew_viol_count 0 \
    path_cells "o21a_1, clkdlybuf4s50_1" \
    gr-total-overflow 0 \
    synthCells 12 \
    dieHeight_um 80 \
    max_stage_delay_ns 0.46 \
    hpwl_um 219 \
    syn_area_um2 129 \
    top_layer_used "met3" \
    tns_ns 0 \
    crit_fanout 3 \
    finalSetupViolations 0 \
    num_io_pins 4 \
    area_growth_pct 90.3 \
    dp_worst_setup_slack_ns -0.0824 \
    grt_usage 0.00881 \
    clock_latency_ns 0.23 \
    ys_seq_frac 0.621 \
    maxSlewHeadroom 0.851 \
    grt_pass1_wl_um 441 \
    cp.arrival_ns 1.18 \
    worstHoldEndpoint "current_state[3]" \
    power_density_nw_per_um2 985 \
    drtIter0Drc 0 \
    hold_depth 1 \
    rsz0062_at_grt "false" \
    cts.clk_slew.worst_paths_ns 0.04 \
    path_buffers 1 \
    worstHoldStart "current_state[0]" \
    wl_met2_um 125 \
    cts_hold_buffers 0 \
    min_period_over_period 0.936 \
    hold_viol 0 \
    wl_met3_um 27 \
    numCtsBuffers 3 \
    cts_tree "built" \
    min-delay-path-class "reg -> reg" \
    cpMaxStageDelayCell "clkdlybuf4s50_1" \
    clockBufferDepth 2 \
    core_um2 3420 \
    total_power_w 0.000241 \
    grt_pass1_vias 110 \
    required_ns 1.28 \
    avgViaCountPerCell 1.69 \
    min_period_ns 1.50 \
    reg_top3 "current_state: 4 flops" \
    synth_chip_area_um2 129 \
    syn_area_per_cell_um2 10.7 \
    die_area_um2 6400 \
    fp-row-count 21 \
    largest_register_ffs 4 \
    cap_violations 0 \
    num_vias 110 \
    htreeDepth 1 \
    drive_above_1_share 0.263 \
    io_buffers 3 \
    cts_root_buffer "clkbuf_4" \
    cts_num_sinks 4 \
    drt_wl_total_um 305 \
    drc_errors 0 \
    crit_family "buffers and inverters" \
    rr_endpoint "current_state[1]" \
    warnings 25 \
    first_pass_iters 1 \
    wl_per_cell_um 4.69 \
    crit_type "reg -> out" \
    fmax_mhz 668 \
    p_leak_nw 0.0834 \
    synth_stat.cells 12 \
    grt_max_degree 4 \
]
==> per-stage QoR <==
step / hold WS (ns) / cells / instance area, um^2
3_3_place_gp: 0.437 / 62 / 224
4_1_cts: 0.435 / 65 / 245
6_report: 0.432 / 65 / 245
3_5_place_dp: 0.433 / 62 / 224
2_1_floorplan: 0.396 / 12 / 129
5_1_grt: 0.458 / 65 / 245
==> where the power goes <==
part | switching (W) | internal [W] | total, W
logic | 0.00000620 | 0.00000843 | 0.0000146
registers | 0.00000193 | 0.000104 | 0.000106
clock network | 0.0000371 | 0.0000836 | 0.000121
total | 0.0000453 | 0.000196 | 0.000241
==> cell usage after synthesis <==
master | count | area (um^2)
nor4_1 | 1 | 6.26
nor2_2 | 1 | 6.26
nor2_1 | 2 | 7.51
nand2_1 | 1 | 3.75
o21ai_0 | 1 | 5.00
and4bb_1 | 1 | 12.5
o21a_1 | 1 | 7.51
dfxtp_1 | 4 | 80.1
==> cells by family after synthesis <==
group,synth area share
AND-OR/OR-AND,0.0971
flip-flops,0.621
AND/OR/NAND/NOR,0.282
==> worst max-delay path by stage <==
stage | from | end | slack (ns) | cells after the start
4_1_cts | current_state[1] | out | 0.09 | 2
5_1_grt | current_state[1] | out | 0.05 | 2
6_report | current_state[1] | out | 0.10 | 2
==> layer usage <==
layer / global-route usage / vias up
met5: 0 / -
met4: 0.00352 / 0
met3: 0.00909 / 0
met2: 0.00963 / 5
met1: 0.0107 / 48
li1: - / 57
==> area by class of cell <==
| class | instances | area, um^2 |
|---|---|---|
| clock buffers | 3 | 22.5 |
| fillers | 406 | 3170 |
| multi-input cells | 8 | 48.8 |
| flip-flops and latches | 4 | 80.1 |
| well taps | 46 | 57.6 |
| repair buffers | 4 | 36.3 |
==> repair_timing <==
item                       4_1_cts  5_1_grt
setup endpoints to repair        1        0
gates resized                    1        0
hold endpoints to repair         0        0
Power is estimated from default activity; no workload was simulated.
